`design/flow/design.v`:
```
module idu (
    input  wire [31:0] inst,            
    input  wire        inst_valid,      
    output reg  [4:0]  rs1_addr,       
    output reg  [4:0]  rs2_addr,       
    output reg  [4:0]  rd_addr,        
    output reg  [31:0] imm,
    output reg  [11:0] csr_addr,       
    output reg         wen,            
    output reg         mem_valid,      
    output reg         mem_wen,        
    output reg         is_add,
    output reg         is_sub,
    output reg         is_sll,
    output reg         is_slt,
    output reg         is_sltu,
    output reg         is_xor,
    output reg         is_srl,
    output reg         is_sra,
    output reg         is_or,
    output reg         is_and,
    output reg         is_addi,
    output reg         is_slti,
    output reg         is_sltiu,
    output reg         is_xori,
    output reg         is_ori,
    output reg         is_andi,
    output reg         is_slli,
    output reg         is_srli,
    output reg         is_srai,
    output reg         is_lui,
    output reg         is_auipc,
    output reg         is_lb,
    output reg         is_lh,
    output reg         is_lw,
    output reg         is_lbu,
    output reg         is_lhu,
    output reg         is_sb,
    output reg         is_sh,
    output reg         is_sw,
    output reg         is_beq,
    output reg         is_bne,
    output reg         is_blt,
    output reg         is_bge,
    output reg         is_bltu,
    output reg         is_bgeu,
    output reg         is_jal,
    output reg         is_jalr,
    output reg         is_ecall,
    output reg         is_ebreak,
    output reg         is_csrrw,
    output reg         is_csrrs
);
    wire [6:0]  opcode = inst[6:0];
    wire [2:0]  funct3 = inst[14:12];
    wire [6:0]  funct7 = inst[31:25];
    wire [4:0]  rs1    = inst[19:15];
    wire [4:0]  rs2    = inst[24:20];
    wire [4:0]  rd     = inst[11:7];
    wire [31:0] i_imm  = {{20{inst[31]}}, inst[31:20]};
    wire [31:0] s_imm  = {{20{inst[31]}}, inst[31:25], inst[11:7]};
    wire [31:0] b_imm  = {{19{inst[31]}}, inst[31], inst[7], inst[30:25], inst[11:8], 1'b0};
    wire [31:0] u_imm  = {inst[31:12], 12'b0};
    wire [31:0] j_imm  = {{11{inst[31]}}, inst[31], inst[19:12], inst[20], inst[30:21], 1'b0};
    always @(*) begin
        wen         = 1'b0;
        mem_valid   = 1'b0;
        mem_wen     = 1'b0;
        is_add      = 1'b0;
        is_sub      = 1'b0;
        is_sll      = 1'b0;
        is_slt      = 1'b0;
        is_sltu     = 1'b0;
        is_xor      = 1'b0;
        is_srl      = 1'b0;
        is_sra      = 1'b0;
        is_or       = 1'b0;
        is_and      = 1'b0;
        is_addi     = 1'b0;
        is_slti     = 1'b0;
        is_sltiu    = 1'b0;
        is_xori     = 1'b0;
        is_ori      = 1'b0;
        is_andi     = 1'b0;
        is_slli     = 1'b0;
        is_srli     = 1'b0;
        is_srai     = 1'b0;
        is_lui      = 1'b0;
        is_auipc    = 1'b0;
        is_lb       = 1'b0;
        is_lh       = 1'b0;
        is_lw       = 1'b0;
        is_lbu      = 1'b0;
        is_lhu      = 1'b0;
        is_sb       = 1'b0;
        is_sh       = 1'b0;
        is_sw       = 1'b0;
        is_beq      = 1'b0;
        is_bne      = 1'b0;
        is_blt      = 1'b0;
        is_bge      = 1'b0;
        is_bltu     = 1'b0;
        is_bgeu     = 1'b0;
        is_jal      = 1'b0;
        is_jalr     = 1'b0;
        is_ecall    = 1'b0;
        is_ebreak   = 1'b0;
        is_csrrw    = 1'b0;
        is_csrrs    = 1'b0;
        rs1_addr    = rs1;
        rs2_addr    = rs2;
        rd_addr     = rd;
        imm         = 32'b0;
        csr_addr    = 12'b0;
        if (inst_valid) begin
          case (opcode)
              7'b0110011: begin            
                  wen       = inst_valid;
                  rs1_addr  = rs1;
                  rs2_addr  = rs2;
                  rd_addr   = rd;
                  case (funct3)
                      3'b000: begin
                          if      (funct7 == 7'b0000000) is_add = 1;
                          else if (funct7 == 7'b0100000) is_sub = 1;
                      end
                      3'b001: if (funct7 == 7'b0000000) is_sll = 1;
                      3'b010: if (funct7 == 7'b0000000) is_slt = 1;
                      3'b011: if (funct7 == 7'b0000000) is_sltu = 1;
                      3'b100: if (funct7 == 7'b0000000) is_xor = 1;
                      3'b101: begin
                          if      (funct7 == 7'b0000000) is_srl = 1;
                          else if (funct7 == 7'b0100000) is_sra = 1;
                      end
                      3'b110: if (funct7 == 7'b0000000) is_or = 1;
                      3'b111: if (funct7 == 7'b0000000) is_and = 1;
                      default: ;
                  endcase
              end
              7'b0010011: begin            
                  wen       = inst_valid;
                  rs1_addr  = rs1;
                  rd_addr   = rd;
                  imm       = i_imm;
                  case (funct3)
                      3'b000: is_addi = 1;
                      3'b010: is_slti = 1;
                      3'b011: is_sltiu = 1;
                      3'b100: is_xori = 1;
                      3'b110: is_ori = 1;
                      3'b111: is_andi = 1;
                      3'b001: if  (funct7 == 7'b0000000) is_slli = 1;   
                      3'b101: begin
                          if      (funct7 == 7'b0000000) is_srli = 1;
                          else if (funct7 == 7'b0100000) is_srai = 1;
                      end
                      default: ;
                  endcase
              end
              7'b0110111: begin            
                  wen       = inst_valid;
                  rd_addr   = rd;
                  imm       = u_imm;
                  is_lui    = 1;
              end
              7'b0010111: begin            
                  wen       = inst_valid;
                  rd_addr   = rd;
                  imm       = u_imm;
                  is_auipc  = 1;
              end
              7'b0000011: begin            
                  wen         = inst_valid;
                  mem_valid   = inst_valid;
                  rs1_addr    = rs1;
                  rd_addr     = rd;
                  imm         = i_imm;
                  case (funct3)
                      3'b000: is_lb  = 1;
                      3'b001: is_lh  = 1;
                      3'b010: is_lw  = 1;
                      3'b100: is_lbu = 1;
                      3'b101: is_lhu = 1;
                      default: ;
                  endcase
              end
              7'b0100011: begin            
                  mem_valid   = inst_valid;
                  mem_wen     = inst_valid;
                  rs1_addr    = rs1;
                  rs2_addr    = rs2;
                  imm         = s_imm;
                  case (funct3)
                      3'b000: is_sb = 1;
                      3'b001: is_sh = 1;
                      3'b010: is_sw = 1;
                      default: ;
                  endcase
              end
              7'b1100011: begin            
                  rs1_addr  = rs1;
                  rs2_addr  = rs2;
                  imm       = b_imm;
                  case (funct3)
                      3'b000: is_beq  = 1;
                      3'b001: is_bne  = 1;
                      3'b100: is_blt  = 1;
                      3'b101: is_bge  = 1;
                      3'b110: is_bltu = 1;
                      3'b111: is_bgeu = 1;
                      default: ;
                  endcase
              end
              7'b1101111: begin            
                  wen       = inst_valid;
                  rd_addr   = rd;
                  imm       = j_imm;
                  is_jal    = 1;
              end
              7'b1100111: begin            
                  if (funct3 == 3'b000) begin
                      wen       = inst_valid;
                      rs1_addr  = rs1;
                      rd_addr   = rd;
                      imm       = i_imm;
                      is_jalr   = 1;
                  end
              end
              7'b1110011: begin            
                  rd_addr   = rd;
                  csr_addr  = inst[31:20];
                  case (funct3)
                      3'b000: begin
                          if      (inst[31:20] == 12'h000 && rs1 == 5'b0 && rd == 5'b0) is_ecall = 1;
                          else if (inst[31:20] == 12'h001 && rs1 == 5'b0 && rd == 5'b0) is_ebreak = 1;
                      end
                      3'b001: begin
                          wen       = inst_valid;
                          rs1_addr  = rs1;
                          is_csrrw  = 1;
                      end
                      3'b010: begin
                          wen       = inst_valid;
                          rs1_addr  = rs1;
                          is_csrrs  = 1;
                      end
                      default: ;
                  endcase
              end
              default: ;
          endcase
        end
    end
endmodule
```
`design/flow/run.sh`:
```
#!/bin/bash
# OpenROAD 26Q1-2900-gdf79404cd8, Yosys 0.63+post, stock flow scripts
make -C /OpenROAD-flow-scripts/flow DESIGN_CONFIG=/design/flow/config.mk WORK_HOME=/design/flow/orfs finish
```
`design/flow/config.mk`:
```
export PLATFORM = sky130hd
export DESIGN_NAME = idu
export DESIGN_NICKNAME = idu
export VERILOG_FILES = /design/flow/design.v
export SDC_FILE = /design/flow/constraint.sdc
export NUM_CORES = 4
export LEC_CHECK = 1
export CORE_AREA = 10 10 84 84
export DIE_AREA = 0 0 94 94
```
`design/flow/constraint.sdc`:
```
current_design idu

set clk_period 4.5
set clk_io_pct 0.2

create_clock -name clk0 -period $clk_period

set non_clock_inputs [all_inputs -no_clocks]
set_input_delay [expr $clk_period * $clk_io_pct] -clock clk0 $non_clock_inputs
set_output_delay [expr $clk_period * $clk_io_pct] -clock clk0 [all_outputs]
```
==> results_slide.txt <==
Physical Implementation Snapshot

Synthesis
  • Yosys synthesis chip area: 1169 um2
  • Yosys warns: 1
  • Post-Synthesis Cells: 211
  • Ys cells: 211
  • Register share after synthesis: 0%
  • Unique cell type count in the Yosys netlist: 40
  • Syn_area_per_cell: 5.538 um2
  • Mapped Area: 1169 um2

Timing
  • Final setup viols: 0
  • Fmax: 0.2350 GHz
  • Max_slew headroom: 60.22%
  • Hold Fails Final Rpt: 0
  • Cycle use final: 94.57%
  • Max-slew violation count: 0
  • Worst Tran Pin Value: 0.5927 ns
  • Unrepaired setup endpoints after global routing: no
  • Setup_tns: 0 ns
  • Final worst slack: 0.2445 ns
  • Fin crit period: 4.256 ns
  • Worst hold slack: 2.670 ns

GRT
  • GRT Util Overall: 15.30%
  • Initial antenna violation count: 0
  • Largest net degree at the start of global routing: 26
  • First-pass GRT wire length: 11.02 mm
  • Number of global-route vias before repair: 2,030
  • GRT Residual Overflow: 0

Run status
  • Status: completed

Setup path
  • Setup crit start kind: input port
  • Top delay family on crit path: simple AND/OR/NAND/NOR gates
  • Crit-path slowest cell: clkdlybuf4s50_1
  • Critical setup path kind: input port to primary output
  • Critical Path Fanout Max: 6
  • Critical Path Sink Type: primary output
  • Buf/Inv on CP: 2
  • CP required: 3.60 ns
  • Crit path DAT: 3.36 ns
  • Crit path cell chain: clkdlybuf4s50_1 > nor4_1 > nand2_1 > or4_1 > nor4_1 > clkdlybuf4s50_1
  • Largest stage delay, worst path: 0.57 ns

Routing
  • Residual DRC: 0
  • Number of inserted diodes: 0
  • Post-DRT Antenna Nets: 0
  • DRT Pass-1 Iters: 4
  • Routed wire per std cell: 17.65 um
  • Vias per cell: 4.743
  • Routed wire length: 7.058 mm
  • Initial drt markers: 155
  • Via count: 1,897

Die
  • Rows: 26
  • DIE AREA: 8836 um2
  • Die width: 94 um
  • Core Region: 5205 um2
  • Ports: 136
  • FP Core Util: 22.45%
  • Die height: 94 um

Pwr
  • Net switching power: 39.71 uW
  • Clock share of power: 0%
  • Worst vdd ir: 0.00001876 V
  • Pleak: 0.7547 nW
  • Switching Share: 44.20%
  • Sequential share of power: 0%
  • Internal: 50.12 uW
  • Total power: 89.82 uW
  • Logic gate share of total power: 100.0%
  • Cell area power density: 35.33 nW/um2

Place
  • PortBufs: 136
  • Setup WS pre-CTS: 0.2291 ns
  • GPL Wtd Cong: 0.8215
  • DP HPWL: 5.891 mm

Finish
  • Most frequent logic cells in the routed design: 136 x clkdlybuf4s50_1, 28 x nand2_1, 27 x nor2_1, 26 x a21oi_1, 20 x and2_1
  • Reg area: 0 um2
  • Fin util: 48.85%
  • Layout cell share with drive strength beyond 1: 7.879%
  • Fillers: 554
  • Combinational Area: 999.7 um2
  • Flip-flops: 0
  • Layout area overhead: 117.6%
  • Commonest Layout Cell: clkdlybuf4s50_1
  • CLK BUF: 0

Hold path
  • Hold WC Path Type: input port to primary output

Clocking
  • Post-CTS Resized: 0
  • Post-CTS Hold Buffers: 0
  • Post-CTS setup buffer count: 0

Job
  • Log Warnings: 32
  • Max Cap Violations: 0
-- final timing paths --
| check | endpoint | cells past startpoint | from | slack (ns) |
|---|---|---|---|---|
| max | is_ebreak | 6 | inst[28] | 0.24 |
| min | rs1_addr[1] | 2 | inst[16] | 2.67 |
-- cells in the mapped netlist (all sizes together), types with 2 or more instances --
library cell	instances	share of area, %
or2	4	2.1
nand3	5	2.1
and2	20	11
nor2	35	13
and3	2	1.1
inv	3	0.96
clkbuf	7	2.2
nor3b	2	1.3
nor4	13	7.5
nand2	28	9.0
o21ai	15	6.4
nor2b	2	1.1
nor3	7	3.0
a21oi	26	11
buf	21	13
or3	3	1.6
or4	3	2.2
o31ai	2	1.7
-- area by class of cell --
cell class	count	share of cell area, %
timing repair buffer	147	56.79
multi-input combinational	180	39.32
tap	70	3.445
inverter	3	0.4429
-- power groups by stage --
stage         combinational [mW]  clock (mW)  sequential [mW]
CTS                       0.0903           0                0
global route              0.0981           0                0
finish                    0.0898           0                0
-- routing by layer --
metal,wire length (um),vias up,global-route usage [%]
li1,-,965,-
met5,0,-,0
met4,0,0,0
met3,781,0,6.139
met2,3314,81,26.04
met1,2963,851,18.78
-- cell families after synthesis --
| kind of cell | after synthesis | share of synthesized area (%) |
|---|---|---|
| simple gates | 131 | 60.49 |
| compound gates | 49 | 23.56 |
| buf+inv | 31 | 15.95 |
-- metrics by stage --
step                std cells  cell area (um2)
global placement          400             2542
detailed placement        400             2542
global route              400             2542
finish                    400             2542
CTS                       400             2542
floorplan                 211             1169
Power is estimated from default activity; no workload was simulated.
