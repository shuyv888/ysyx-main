==> flow/design.v <==
module wbu #(pc_start = 32'h80000000)
(
    input clk,
    input rst,
    input jump_taken, 
    input [31:0] pc_jump,
    input inst_valid,
    input lsu_done,
    output reg [31:0] pc_reg,
    output pc_update_en
);
    assign pc_update_en = inst_valid && lsu_done;
    wire [31:0]pc_dnpc;
    assign pc_dnpc = jump_taken ? pc_jump : (pc_reg + 4);
    always @(posedge clk) begin
        if (rst) begin
            pc_reg <= pc_start;
        end else begin
            pc_reg <= pc_update_en ? pc_dnpc : pc_reg;   
        end
    end
endmodule
==> flow/run.sh <==
#!/bin/bash
# OpenROAD 26Q1-2900-gdf79404cd8, Yosys 0.63+post, stock flow scripts
make -C /OpenROAD-flow-scripts/flow DESIGN_CONFIG=/design/flow/config.mk WORK_HOME=/design/flow/orfs finish
==> flow/config.mk <==
export PLATFORM = sky130hd
export DESIGN_NAME = wbu
export DESIGN_NICKNAME = wbu
export VERILOG_FILES = /design/flow/design.v
export SDC_FILE = /design/flow/constraint.sdc
export NUM_CORES = 4
export LEC_CHECK = 1
export CORE_UTILIZATION = 30
==> flow/constraint.sdc <==
current_design wbu

set clk_period 4.4
set clk_io_pct 0.2

create_clock -name clk0 -period $clk_period [get_ports {clk}]

set non_clock_inputs [all_inputs -no_clocks]
set_input_delay [expr $clk_period * $clk_io_pct] -clock clk0 $non_clock_inputs
set_output_delay [expr $clk_period * $clk_io_pct] -clock clk0 [all_outputs]
==> results.txt <==
Results of an implementation run.

The timing report shows the most common cell along the critical path to be sky130_fd_sc_hd__clkdlybuf4s50_1. The total global routing track utilization is between 10% and 20%. The number of OpenROAD warnings is 25. Synthesis instantiated roughly 50 different standard cells from the library. The area overhead of the layout relative to synthesis is 37.2%.

At the floorplan stage, the core utilization is reported as a little under a third. The critical path in this run is classified as in -> out. The worst hold path was traced through 2 stages. The routed design uses 2.81 mm of met2 wire.

The number of filler cells placed in the layout is 695. The pin count of the biggest net entering global routing is 39. The layout report lists the combined flip-flop and latch area as about 640 sq um. The number of antenna violations at the first check in global routing is 0. The warning tally printed by Yosys for this design is 1. The first detailed-routing pass ran for 4 iterations. The script logs the mean routed wire length per placed instance as ~14 um. The design draws 686 uW. The accumulated negative setup slack is 0 ns. The clock insertion delay at the later pin of the skew report is around 0.28 ns. The remaining antenna violation count is 0. Ranked by total cell area, the synthesized netlist is headed by sky130_fd_sc_hd__dfxtp_1, sky130_fd_sc_hd__nand2_1, sky130_fd_sc_hd__a21oi_1, sky130_fd_sc_hd__a31oi_1, sky130_fd_sc_hd__nor2_1. The commonest cells after synthesis are sky130_fd_sc_hd__nand2_1, sky130_fd_sc_hd__dfxtp_1, sky130_fd_sc_hd__a21oi_1.

The post-cts repair resize count is 0. The routed wire length is 6.31 mm. The routed design uses 335 um of met3 wire.

Once layout is done, the placed cells without fillers occupy 2940 sq um. The final critical path takes up 66.1% of the cycle. The register with the most flip-flops in the layout has 32 of them.

The HPWL after detailed placement is 4.24 mm. The post-synth area from yosys stat is 2140 sq um. The slack of the critical path is 1.49 ns.

Among all flip-flop cells after synthesis, the most frequent one is sky130_fd_sc_hd__dfxtp_1. The tree is rooted in a sky130_fd_sc_hd__clkbuf_8. From bottom edge to top edge, the die measures around 87 um. Looking at the max-slew report, the worst-margin pin has a slew of about 0.7 ns.

The worst register-to-register path has a setup slack of 2.33 ns. The ratio of cells with drive above 1 in the final layout is 6.92%. The cell type with the largest total area is sky130_fd_sc_hd__dfxtp_1. Setup repair after global routing left no endpoint under its margin. The final report gives the core utilization as 43.1%. During I/O placement, the number of pins put on the boundary was 70. The startpoint of the lowest-slack register-to-register path is pc_reg[3]. After detailed routing, no signal wire sits above met4. The number of flops mapped to enable cells by yosys is 0. On the reported timing paths, the clock transition at the registers reads 0.07 ns. The number of buffers inserted by hold repair at cts is 0. The remaining max-slew budget at the tightest pin is 53.6%. In the final routing, the length of wire on met1 measures between 3 and 4 mm. The floorplan step set the die width to 86.6 um. The number of vias in the routed layout is around 2,300.

The via-per-instance ratio is 5.30. The area of the multi-input gates is 1370 sq um. STA classifies the critical path endpoint as an output port.

Total power normalized to cell area comes to about 230 nW/um^2. The timing-limited maximum frequency is around 340 MHz. The cell with the biggest individual delay on the critical path is sky130_fd_sc_hd__clkdlybuf4s50_1. The most repeated cell in the gate-level netlist after synthesis is sky130_fd_sc_hd__nand2_1. The overflow left after global routing is 0. Looking at the VDD voltage map, the peak drop is between 0.09 and 0.1 mV.

The final timing report lists clock skew as 0.00758 ns. The top cell type by area accounts for 29.9% of the synthesized area. The number of antenna cells inserted is 0. The clock passes through at most 2 buffers. Once iteration 0 of detailed routing completed, the report listed 133 DRC markers. Prior to clock tree synthesis, the placed netlist has a worst setup slack of 1.49 ns. After layout, the minimum clock period comes to 2.91 ns. The overall die size recorded for this design is approximately 7500 sq um. The post-synthesis cell area is 2140 sq um. For the worst min-delay path, the startpoint reported by OpenROAD is pc_reg[1]. Buffers added to address setup during post-CTS repair amount to 0. The top fanout value on the critical path is 2. Dividing the synthesized area by the synthesized cell count gives approximately 7.3 sq um. The placement report lists the number of port buffers as 69. For this run, the final setup violation count is recorded as 0.

The maximum level of the CTS H-tree is 2. The flow ran to the end, and the final reports show no timing, DRC or antenna violations. Checking hold timing, the worst path is listed with class reg -> reg. The cell count in the Yosys report is ~290. The global-route wire length before repair is 10.4 mm. The synthesis stat section lists a flop and latch total of 32. The script extracted a total leakage power of 0.982 nW. The count of endpoints failing hold in the final timing report is 0.

The number of core rows is 30. The worst-case hold path end point is pc_reg[1]. For this run, design rule violations remaining after detail routing come to 0. The critical path required time is around 3.5 ns.

The number of pins with negative max-slew slack in the final report is 0. The kind of start point of the critical path is an input port. The placeable core region is 6830 sq um.

The number of global-route vias before repair was 2,095. The share of flip-flops with an asynchronous set or reset is 0%. According to the CTS report, the clock sink count is 32. RePlAce ended its routability-driven mode at a weighted congestion of 0.815. The number of buffers inserted during clock tree synthesis is 5. Once placement finished, the instance area stood at 2850 sq um. The endpoint of the lowest-slack register-to-register path is pc_reg[22].

Logic depth along the worst register-to-register path is recorded as 6. In this run the maximum-capacitance check reported violations numbering 0. The data arrival time reported for the critical path is 2.03 ns.

Sequential cells were found to cover 29.9% of the synthesized design area. In the synthesized netlist, the number of instances is 292. The signal on the critical path passes through clkdlybuf4s50_1 -> nand2_1 -> inv_1 -> clkdlybuf4s50_1. The clock tree from TritonCTS is built. On the worst path, the slowest cell contributes a delay of 0.47 ns.
-- worst max-delay path by stage --
| stage | from | end | slack, ns |
|---|---|---|---|
| CTS | inst_valid | pc_update_en | 1.47 |
| finish | inst_valid | pc_update_en | 1.49 |
| global route | inst_valid | pc_update_en | 1.43 |
-- routing by layer --
metal	track usage, %	vias to the layer above
li1	-	1205
met1	27.4	1066
met2	26.6	71
met3	2.32	7
met4	1.97	0
met5	0	-
-- placed cells by master (no fill, tap or decap), types with 3 or more instances in the layout --
cell type,netlist,routed
sky130_fd_sc_hd__nor2_1,22,22
sky130_fd_sc_hd__or3_1,3,3
sky130_fd_sc_hd__nand2_1,39,39
sky130_fd_sc_hd__buf_4,2,4
sky130_fd_sc_hd__a31oi_1,14,14
sky130_fd_sc_hd__nand3_1,16,16
sky130_fd_sc_hd__a22oi_1,3,3
sky130_fd_sc_hd__o41ai_1,3,3
sky130_fd_sc_hd__and4_1,3,3
sky130_fd_sc_hd__nand4_1,9,9
sky130_fd_sc_hd__and3_1,11,11
sky130_fd_sc_hd__a211oi_1,3,3
sky130_fd_sc_hd__clkdlybuf4s50_1,0,68
sky130_fd_sc_hd__a21oi_1,27,27
sky130_fd_sc_hd__mux2i_1,5,5
sky130_fd_sc_hd__o31ai_1,8,8
sky130_fd_sc_hd__o21ai_0,16,16
sky130_fd_sc_hd__o211ai_1,4,4
sky130_fd_sc_hd__clkbuf_8,0,6
sky130_fd_sc_hd__dfxtp_1,32,32
sky130_fd_sc_hd__o22ai_1,4,4
sky130_fd_sc_hd__nor4_1,4,4
sky130_fd_sc_hd__nor3_1,9,9
-- worst max-delay path: cells and delay by family --
kind / cells / cell delay [ns]
simple gates: 1 / 0.10
buf+inv: 3 / 1.05
-- final cells by class --
cell class,instances,area share [%]
Multi-Input combinational cell,232,46.4
Clock buffer,6,2.81
Timing Repair Buffer,73,24.3
Inverter,2,0.255
Clock inverter,2,0.340
Sequential cell,32,21.8
Tap cell,96,4.08
-- report_power, final --
group	total, mW	internal [mW]	leakage, nW	switching, mW
Combinational	0.124	0.0740	0.670	0.0495
Clock	0.238	0.125	0.0510	0.113
Sequential	0.325	0.303	0.261	0.0216
Total	0.686	0.502	0.982	0.184
-- stage by stage --
step | std cells | hold WS, ns
final | 443 | 0.456
after CTS | 443 | 0.457
after global routing | 443 | 0.476
after detailed placement | 435 | 0.446
after global placement | 435 | 0.442
after floorplan | 292 | 0.422
-- logic make-up after synthesis --
kind of cell / Yosys count / synth area share [%]
adders and majority gates: 1 / 0.583
buffers and inverters: 28 / 6.48
and+or+nand+nor: 135 / 33.8
xor gates and xnor gates: 1 / 0.408
DFF: 32 / 29.9
AOI/OAI and AO/OA: 89 / 25.8
muxes: 6 / 3.03
Power figures rest on the tool's default switching activity, not on a simulated workload.
